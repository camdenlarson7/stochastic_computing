File: ./run.sh
#!/bin/bash
# OpenROAD 26Q1-2900-gdf79404cd8, Yosys 0.63+post, stock flow scripts
make -C /OpenROAD-flow-scripts/flow DESIGN_CONFIG=/design/flow/config.mk WORK_HOME=/design/flow/orfs finish
File: ./config.mk
export PLATFORM = sky130hd
export DESIGN_NAME = mul_gate
export DESIGN_NICKNAME = mul_gate
export VERILOG_FILES = /design/flow/design.v
export SDC_FILE = /design/flow/constraint.sdc
export NUM_CORES = 4
export LEC_CHECK = 1
export CORE_UTILIZATION = 50
File: ./constraint.sdc
current_design mul_gate

set clk_period 40.4
set clk_io_pct 0.2

create_clock -name clk0 -period $clk_period

set non_clock_inputs [all_inputs -no_clocks]
set_input_delay [expr $clk_period * $clk_io_pct] -clock clk0 $non_clock_inputs
set_output_delay [expr $clk_period * $clk_io_pct] -clock clk0 [all_outputs]
File: ./design.v
module half_adder(
    input  wire x, y,
    output wire s, c
);
    assign s = x ^ y;
    assign c = x & y;
endmodule
module full_adder(
    input  wire x, y, cin,
    output wire s, cout
);
    wire s1, c1, c2;
    assign s1  = x ^ y;
    assign s   = s1 ^ cin;
    assign c1  = x & y;
    assign c2  = s1 & cin;
    assign cout = c1 | c2;
endmodule
module ripple_adder #(
    parameter W = 32
)(
    input  wire [W-1:0] a,
    input  wire [W-1:0] b,
    input  wire         cin,
    output wire [W-1:0] sum,
    output wire         cout
);
    wire [W:0] c;
    assign c[0] = cin;
    genvar i;
    generate
        for (i = 0; i < W; i = i + 1) begin : FA_CHAIN
            full_adder fa(
                .x   (a[i]),
                .y   (b[i]),
                .cin (c[i]),
                .s   (sum[i]),
                .cout(c[i+1])
            );
        end
    endgenerate
    assign cout = c[W];
endmodule
module mul_gate #(
    parameter N = 16   
)(
    input  wire [N-1:0] a,
    input  wire [N-1:0] b,
    output wire [2*N-1:0] p
);
    wire [N-1:0] pp [0:N-1];
    genvar r, c;
    generate
        for (r = 0; r < N; r = r + 1) begin : ROWS
            for (c = 0; c < N; c = c + 1) begin : COLS
                assign pp[r][c] = a[c] & b[r];
            end
        end
    endgenerate
    wire [2*N-1:0] row_vec [0:N-1];
    generate
        for (r = 0; r < N; r = r + 1) begin : SHIFTED_ROWS
            assign row_vec[r] = {{(2*N){1'b0}}} |
                                ({{(2*N-N){1'b0}}, pp[r]} << r);
        end
    endgenerate
    wire [2*N-1:0] acc [0:N];
    assign acc[0] = { (2*N){1'b0} };
    generate
        for (r = 0; r < N; r = r + 1) begin : ACCUM
            wire [2*N-1:0] sum_w;
            wire            cout_w;
            ripple_adder #(.W(2*N)) add_i(
                .a   (acc[r]),
                .b   (row_vec[r]),
                .cin (1'b0),
                .sum (sum_w),
                .cout(cout_w)  
            );
            assign acc[r+1] = sum_w;
        end
    endgenerate
    assign p = acc[N];
endmodule
==> ci_impl_report.md <==
## Synthesis and layout report

| Metric | Value |
|---|---|
| Initial detailed-routing violation count | 34 |
| Post-CTS Resized | 0 |
| Crit path largest cell delay | 0.67 ns |
| Synth Area in Compound Gates | 0% |
| Routed len/inst | 9.91 um |
| Full die area | 0.0146 mm2 |
| M3 GR Usage | 0.337% |
| Hold WC Path Type | input port to output pin |
| Via count | 3732 |
| Post-route DRC | 0 |
| Final period utilization | 90.5% |
| Final worst slack | 3.84 ns |
| DR pass1 iterations | 2 |
| AND/OR/NAND/NOR Cells, Area Fraction | 21.6% |
| Die width | 121 um |
| GR met2 Demand/Resource | 26.9% |
| Total routed wirelength | 8000 um |
| Area growth from synthesis to final layout | 4.18% |
| FILL cells | 1197 |
| Postcts setup bufs | 0 |
| Cell mode on critical path | fa_1 |
| Largest area contributor in the netlist | fa_1 |
| Fp util | 52.1% |
| Setup TNS | 0 ns |
| GRT Overall Usage | 14.5% |
| Flops | 0 |
| Yosys Instances | 631 |
| Vias in the first global route | 4095 |
| Crit Path Class | input port to output pin |
| N_diodes | 0 |
| Initial antenna violation count | 0 |
| Number of I/O pins | 64 |
| Setup crit end kind | output pin |
| Die H | 121 um |
| PortBufs | 64 |
| Synth cell count leaders | fa_1 (224), and2_1 (211), inv_1 (71), buf_4 (41), nand2_1 (36) |
| Top Usage Layer GRT | met2 |
| Slowest CP cell | clkdlybuf4s50_1 |
| CP required | 32.32 ns |
| CTS Hold Buffers Added | 0 |
| YS chip area | 0.00704 mm2 |
| Pins Over Slew Limit | 0 |
| Via density | 4.62 |
| Setup violations, final | 0 |
| Synth top cell by count | fa_1 |
| GPL Wtd Cong | 0.748 |
| Core Region | 0.0135 mm2 |
| Layout cells sized above 1 | 1.43% |
| Worst setup SP type | input port |
| Register share after synthesis | 0% |
| Grt ovf | 0 |
| MaxCap Viol Count | 0 |
| Met1 usage | 21.7% |
| YS warnings | 1 |
| Tool Warnings | 32 |
| Synth Area in Adders | 66.5% |
| DPL Wire Length | 8500 um |
| Critical path data arrival time | 28.48 ns |
| Unique masters post-synth | 8 |
| Post-route ant nets | 0 |
| Final Instance Area | 0.00733 mm2 |
| Largest net degree at the start of global routing | 17 |
| RSZ-0062 raised after global routing | false |
| Period minus WS final | 36.56 ns |
| Clock Buffer Count | 0 |
| Mean Syn Cell Area | 11.2 um2 |
| Slew HR | 61.9% |
| FF+latch area | 0 um2 |
| Mux contribution to synthesized area | 0% |
| Buf+Inv Stages, Crit Path | 8 |
| Final hold violation count | 0 |
| CP max FO | 16 |
| Status | finished, final reports clean |
| Tightest Pin Transition | 0.570 ns |
| FMAX | 0.0273 GHz |
| Yosys top cell area share | 63.7% |
| Dominant comb cell | adder cells |
| FP Rows | 42 |
| Dpl ws | 3.61 ns |
| Post-synthesis instance area | 0.00704 mm2 |
| Critical path's top delay family | adder cells |
| Cells after Synth | 631 |
| First-pass GRT wire length | 16800 um |
| Top cells, area | fa_1 (64%), and2_1 (19%), buf_4 (4.4%) |
| Placed Area | 0.00733 mm2 |
| Xor+xnor area frac | 0% |
==> cell families (layout without fill, tap and decap cells) <==
family	Yosys count	in the layout
adder cells (fa/ha/maj)	240	240
buffers and inverters	135	135
AND/OR/NAND/NOR	256	256
==> layer usage <==
metal	share of wire (%)	up-vias
met4	0	0
met5	0	-
li1	-	1776
met2	55	30
met3	2.0	0
met1	43	1926
==> final timing paths <==
kind | start | to | slack (ns) | depth (start not counted)
worst max-delay path | b[1] | p[30] | 3.84 | 53
worst min-delay path | a[0] | p[0] | 17.45 | 3
==> tightest hold or removal path, stage by stage <==
cell and delay (ns):
clkdlybuf4s50_1 0.63, and2_1 0.27, clkdlybuf4s50_1 0.39
==> placed cells by master, fill, tap and decap left out <==
cell               n
and2_1           211
and2_2             9
clkdlybuf4s50_1   64
fa_1             224
ha_1              16
inv_1             71
nand2_1           36
==> layout make-up <==
| class | instances | area (um2) | share of cell area (%) |
|---|---|---|---|
| multi-input combinational | 496 | 6210 | 84.6 |
| tap | 176 | 220 | 3.00 |
| inverter | 71 | 267 | 3.63 |
| timing repair buffer | 64 | 641 | 8.73 |
==> through the flow <==
stage	instances	hold WS, ns	utilization [%]
after global placement	807	17.46	54.3
final	807	17.45	54.3
after global routing	807	17.56	54.3
after floorplan	631	16.44	-
after CTS	807	17.48	54.3
after detailed placement	807	17.47	54.3
